`/design/flow/run.sh`:
```
#!/bin/bash
# OpenROAD 26Q1-2900-gdf79404cd8, Yosys 0.63+post, stock flow scripts
make -C /OpenROAD-flow-scripts/flow DESIGN_CONFIG=/design/flow/config.mk WORK_HOME=/design/flow/orfs finish
```
`/design/flow/config.mk`:
```
export PLATFORM = sky130hd
export DESIGN_NAME = fibonacci_calculator
export DESIGN_NICKNAME = fibonacci_calculator
export VERILOG_FILES = /design/flow/design.v
export SDC_FILE = /design/flow/constraint.sdc
export NUM_CORES = 4
export LEC_CHECK = 1
export CORE_UTILIZATION = 40
```
`/design/flow/constraint.sdc`:
```
current_design fibonacci_calculator

set clk_period 8.0
set clk_io_pct 0.2

create_clock -name clk0 -period $clk_period [get_ports {clk}]

set non_clock_inputs [all_inputs -no_clocks]
set_input_delay [expr $clk_period * $clk_io_pct] -clock clk0 $non_clock_inputs
set_output_delay [expr $clk_period * $clk_io_pct] -clock clk0 [all_outputs]
```
`/design/flow/design.v`:
```
module fibonacci_calculator (input logic clk, reset,
                             input logic [4:0] input_s,
                             input logic begin_fibo,
                            output logic [28:0] fibo_out,
                            output logic done);
  enum logic [1:0] {RESET=2'b00, BEGIN=2'b01, COMPUTE=2'b10, DONE=2'b11} status;
  logic  [4:0] input_r;
  logic [28:0] curr_num, next_num;
  always_ff @(posedge clk)
  begin
    if (reset) begin
      status <= RESET;
      done <= 0;
    end else if (!reset & begin_fibo)
      status<=BEGIN;
    else
      case (status)
        RESET:
          begin
            curr_num <= 0;
            next_num <= 1;
          end
        BEGIN:
          begin
            input_r <= input_s;
            status <= COMPUTE;
          end
        COMPUTE:
          if (input_r) begin
            input_r <= input_r - 1;
            curr_num <= curr_num + next_num;
            next_num <= curr_num;
          end else begin
            status <= DONE;
            done <= 1;
            fibo_out <= curr_num;
          end 
        DONE:
          status <= RESET;
      endcase
  end
endmodule
```
==> CHANGELOG.md <==
### Changed

* Status: finished, final reports clean
* CTS Buf Count at 9
* GRT Util Overall at between 10% and 20%
* WS Path Type: input port to flip-flop
* CTS hold repair buffers at 0
* Setup Skew at between 0.007 and 0.008 ns
* Post-synthesis cell area at roughly 5000 um2
* Commonest Layout Cell: edfxtp_1
* Rows at around 40
* Internal at 0.817 mW
* Synth Seq Share at between 50% and 60%
* Synth Area in Simple Gates at 14.7%
* MUX share of area at under 10%
* Global-route wire length before repair at 15,500 um
* Drt first pass iters at 4
* Post-CTS Setup Inserts at 0
* RSZ-0062 raised after global routing: false
* CTS Sinks at 97
* DRT iter0 DRCs at roughly 150
* Yosys stat cell total at 425
* P_leak at 2.09 nW
* Area Growth Syn to Fin at 15.8%
* Final Hold Viols at 0
* Max-cap violation count at 0
* Met3 Resource Use GR at around 2.8%
* I/O Buffers at 37
* # IOs at 38
* Core Util at FP at 41.4%
* Vias/cell at about 5.1
* Yosys top cell by area: edfxtp_1
* Global route total overflow at 0
* Cells after Synth at around 430
* Fin cells at approximately 640
* Part of the power in registers at between 50% and 60%
* Setup TNS Final at 0 ns
* Clock Tree Root: clkbuf_16
* ANT cells at 0
* Vias at ~3,300
* Reg area at between 2000 and 3000 um2
* Synthesis area per yosys at just over 5000 um2
* Sw frac at 23.1%
* Placed wire-length estimate at slightly above 6000 um
* Top logic family: simple AND/OR/NAND/NOR gates
* FA/HA/MAJ Cells, Area Fraction at roughly 8%
* Die height at ~110 um
* Met1 Usage GRT at ~28%
* Achievable Freq at roughly 0.31 GHz
* Clk buf depth at 2
* Commonest register cell after synthesis: edfxtp_1
* Critical Path Start Type: input port
* P_sw at about 0.25 mW
* Multi-input logic area at 2080 um2
* Number of placed instances, taps included at between 600 and 700
* Top Layout Cells: edfxtp_1, clkdlybuf4s50_1, nor2_1
* Req. time, crit path at about 8 ns
* FF+latch count, synth at between 90 and 100
* VDD IR max at approximately 0.000096 V
* Yosys Warn Count at 1
* Relative slew slack at 49.3%
* CTS tree: yes
* Vias in the first global route at about 3,100
* Post-DRT Antenna Nets at 0
* Largest net degree at the start of global routing at 59
* Worst hold-check path type: flip-flop to flip-flop
* Tool warnings at 26
* H-tree Lvls at 3
* Cell Pwr Density at roughly 180 nW/um2
* Async S/R FF share, synth at 0%
* Routability Congestion at 0.856
* Top area cell types: edfxtp_1, ha_1, and2_1
* Final WL at about 9100 um
* Die footprint at roughly 13,000 um2
* Max-slew violations at 0
* Wire length per cell at ~14 um
* Filler cells at ~1,100
* Count of different cell masters after synthesis at 57
* Minimum hold slack at ~0.46 ns
* Worst-path fanout max at 58
* Share of cells above drive strength 1 at between 6 and 7%
* Aoi share at between 10 and 15%
* Busiest grt layer: met1
* Worst Path Arrival at 3.20 ns
* Worst Tran Pin Value at ~0.76 ns
* Final Cycle Share at roughly two fifths
* Post-synthesis xor/xnor area fraction at between 3 and 4%
* Met2 Use GR at a little under a quarter
* Final worst path period need at around 3.2 ns
* Clock share of power at about 36%
* Clock latency on the worst-skew pair at between 0.3 and 0.4 ns
* Comb pwr share at around a tenth
* Clk slew on worst S/H paths at 0.06 ns
* Die width at between 100 and 150 um
* Antenna violations before repair at 0
* Drt drc at 0
* CP endpoint kind: flip-flop
* Final setup fails at 0
* Post-synth top area share at 54.8%
* EDFF count, synth at a little over 90
* Layout Utilization at between 40 and 50%
* Mean Syn Cell Area at about 12 um2
* CTS resizes at 0
* Floorplan core area at roughly 12,000 um2
power by group through the flow:
stage     combinational, mW  clock, mW  sequential (mW)
4_1_cts               0.106      0.396            0.575
5_1_grt               0.119      0.414            0.576
6_report              0.106      0.382            0.574
stage by stage:
| step | power (mW) | instance area (um2) | worst slack (ns) |
|---|---|---|---|
| 2_1_floorplan | 0.666 | 5040 | 3.87 |
| 3_3_place_gp | 0.690 | 5580 | 4.44 |
| 3_5_place_dp | 0.691 | 5580 | 4.38 |
| 4_1_cts | 1.08 | 5840 | 4.77 |
| 5_1_grt | 1.11 | 5840 | 4.60 |
| 6_report | 1.06 | 5840 | 4.78 |
critical path: stages:
cell,delay [ns]
clkdlybuf4s50_1,0.50
nor3b_1,0.29
o21a_2,0.18
buf_4,0.60
synth_stat cells (all sizes together) (2+ instances only):
cell type / number
nand3: 4
o21bai: 7
o211ai: 3
xor2: 7
nor3: 12
nand2b: 7
and2: 30
inv: 7
a21oi: 37
a211o: 3
xnor2: 11
ha: 30
nand3b: 2
nand4: 8
and2b: 2
clkbuf: 9
edfxtp: 92
nor2b: 2
buf: 6
or2: 2
nand2: 31
dfxtp: 5
nor2: 36
a221oi: 2
mux2i: 8
a21boi: 2
o21a: 6
nor3b: 3
a211oi: 5
a21o: 10
o21ai: 20
worst paths after layout:
kind                      from           end  slack, ns  cells past startpoint
hold / removal            done          done       0.46                      1
setup reg to reg  curr_num[14]  curr_num[25]       5.37                      7
hold reg to reg           done          done       0.46                      1
setup / recovery         reset   next_num[9]       4.78                      4
kinds of logic (layout without fill, tap and decap cells):
group	count (synthesis)	count (layout)
compound gates	104	104
xor+xnor	18	18
fa+ha+maj	31	31
buf+inv	22	64
flops	97	97
mux	9	9
simple gates	144	144
state kept, by name, indices dropped and copies added, names as in the netlist:
signal    cells
curr_num     29
done          1
input_r       5
status        4
fibo_out     29
next_num     29
area by class of cell:
cell class / count / area share, %
Clock buffer: 9 / 3.86
Inverter: 7 / 0.450
Tap cell: 168 / 3.60
Sequential cell: 97 / 49.0
Timing Repair Buffer: 41 / 6.86
Multi-Input combinational cell: 306 / 35.6
Clock inverter: 7 / 0.622
layer usage:
layer | vias up | routed length, um | share of wire [%]
met5 | - | 0 | 0
met4 | 0 | 186 | 2.0
met3 | 14 | 420 | 4.6
met2 | 59 | 3970 | 44
met1 | 1534 | 4520 | 50
li1 | 1647 | - | -
Power and IR drop assume default switching activity.
